==> /design/flow/design.v <==
`timescale 1ns / 1ps
module m_axis_remapper #(
  parameter DATA_WIDTH       = 8,
  parameter IMAGE_KERNEL_12K = 64,
  parameter IMG_WIDTH        = 4096,
  parameter IMG_HEIGHT       = 3072
)(
  input  logic                                         i_clk,
  input  logic                                         i_aresetn,
  input  logic [0:IMAGE_KERNEL_12K-1] [DATA_WIDTH-1:0] i_image_kernel_remapped,
  input  logic                                         i_kernel_is_remapped,
  output logic [DATA_WIDTH-1:0]                        m_axis_tdata,
  output logic                                         m_axis_tvalid,
  output logic                                         m_axis_tuser,
  output logic                                         m_axis_tlast
);
typedef enum logic [2:0] {IDLE, TUSER, KERNEL_TRANSMITTING, WAIT_FOR_NEW_KERNEL, TLAST} statetype;
statetype state, nextstate;
logic [DATA_WIDTH-1:0] axis_tdata;
logic                  axis_tvalid;
logic                  axis_tuser;
logic                  axis_tlast;
logic                  en_counter, en_counter_reg;
logic [5:0]            kernel_addr_next_to_rd;
logic [11:0]           img_pixel_counter;
logic [11:0]           img_line_counter;
logic                  end_of_frame;
logic                  next_is_tlast;
always_ff @( posedge i_clk, negedge i_aresetn )
  begin
    if   ( ~i_aresetn ) state <= IDLE;
    else                state <= nextstate;	
  end
always_ff @( posedge i_clk, negedge i_aresetn )
  begin
    if ( ~i_aresetn ) begin
      m_axis_tdata   <= '{ default: 'b0};
      m_axis_tvalid  <= 1'b0;
      m_axis_tuser   <= 1'b0;
      m_axis_tlast   <= 1'b0;
      en_counter_reg <= 1'b0;
    end else begin
      m_axis_tdata   <= axis_tdata;
      m_axis_tvalid  <= axis_tvalid;	
      m_axis_tuser   <= axis_tuser;
      m_axis_tlast   <= axis_tlast;
      en_counter_reg <= en_counter;
    end   
  end
always_comb
  begin
    nextstate   = state;
    axis_tdata  = m_axis_tdata;
    axis_tvalid = 1'b0;
    axis_tuser  = 1'b0;
    axis_tlast  = 1'b0;
    en_counter  = en_counter_reg;
    case ( state )
      IDLE : begin
        en_counter = 1'b0;
        if ( i_kernel_is_remapped ) begin
          axis_tdata  = i_image_kernel_remapped [kernel_addr_next_to_rd];
          axis_tvalid = 1'b1;
          axis_tuser  = 1'b1;
          en_counter  = 1'b1;
          nextstate   = TUSER;
        end	
      end  
      TUSER : begin
      	axis_tdata  = i_image_kernel_remapped [kernel_addr_next_to_rd];
        axis_tvalid = 1'b1;
        nextstate   = KERNEL_TRANSMITTING;
      end  
      KERNEL_TRANSMITTING : begin
      	if ( ( ~i_kernel_is_remapped ) && ( kernel_addr_next_to_rd == 0 ) ) begin
          axis_tdata = 0;
          axis_tvalid = 1'b0;
          en_counter = 1'b0;	
          nextstate = WAIT_FOR_NEW_KERNEL;
        end	else begin
          axis_tdata  = i_image_kernel_remapped [kernel_addr_next_to_rd];
          axis_tvalid = 1'b1;
          nextstate = KERNEL_TRANSMITTING;
          if ( img_pixel_counter == (IMG_WIDTH-2) ) begin	
            axis_tlast = 1'b1;
            nextstate  = TLAST;
          end 
        end	
      end  
      WAIT_FOR_NEW_KERNEL : begin
        if ( i_kernel_is_remapped ) begin
          axis_tdata  = i_image_kernel_remapped [kernel_addr_next_to_rd];
          axis_tvalid = 1'b1;
          en_counter  = 1'b1;
          nextstate   = KERNEL_TRANSMITTING;
        end 
      end  
      TLAST : begin
        if ( i_kernel_is_remapped ) begin
          axis_tdata  = i_image_kernel_remapped [kernel_addr_next_to_rd];
          axis_tvalid = 1'b1;
          en_counter  = 1'b1;
          nextstate   = KERNEL_TRANSMITTING;
        end else begin
      	  en_counter = 1'b0;
          nextstate  = WAIT_FOR_NEW_KERNEL;
        end  
        if ( ( img_line_counter == (IMG_HEIGHT-1) ) && ( img_pixel_counter == (IMG_WIDTH-1) ) ) begin
          nextstate = IDLE;
        end	
      end  
      default : nextstate = IDLE;	
    endcase	
  end	
always @( posedge i_clk, negedge i_aresetn )
  begin
    if ( ~i_aresetn ) begin
      img_pixel_counter <= 0;
      img_line_counter  <= 0;
    end else begin
      if ( en_counter_reg ) begin
        img_pixel_counter <= img_pixel_counter + 1;
      end
      if ( img_pixel_counter == IMG_WIDTH - 1 ) begin
      	img_pixel_counter  <= 0;
        img_line_counter   <= img_line_counter + 1;
        if ( img_line_counter == IMG_HEIGHT - 1 ) begin
          img_line_counter <= 0;	
        end 	
      end    
    end
  end 
always @( posedge i_clk, negedge i_aresetn )
  begin
    if ( ~i_aresetn ) begin
      kernel_addr_next_to_rd <= 0;
    end else begin
      if ( en_counter ) begin
        kernel_addr_next_to_rd <= kernel_addr_next_to_rd + 1;
      end
      if ( kernel_addr_next_to_rd == IMAGE_KERNEL_12K - 1 ) begin
      	kernel_addr_next_to_rd  <= 0;
      end    
    end
  end 
endmodule
`timescale 1ns / 1ps
module remapper_module #(
  parameter DATA_WIDTH       = 8,
  parameter IMAGE_KERNEL_12K = 64
)(
  input  logic                                         i_clk,
  input  logic                                         i_aresetn,
  input  logic [0:IMAGE_KERNEL_12K-1] [DATA_WIDTH-1:0] i_image_kernel,
  input  logic                                         i_kernel_is_ready,
  input  logic                                         i_kernel_is_odd,
  output logic [0:IMAGE_KERNEL_12K-1] [DATA_WIDTH-1:0] o_image_kernel_remapped,
  output logic                                         o_kernel_is_remapped	
);
logic [0:IMAGE_KERNEL_12K-1] [DATA_WIDTH-1:0]  image_kernel_remapped;
always_ff @( posedge i_clk, negedge i_aresetn )
  begin
    if ( ~i_aresetn ) begin
      o_image_kernel_remapped <= '{default: 'b0};
      o_kernel_is_remapped    <= 1'b0;
    end else begin
      o_image_kernel_remapped <= image_kernel_remapped;
      o_kernel_is_remapped    <= i_kernel_is_ready; 	
    end	
  end
always_comb
  begin
    image_kernel_remapped = o_image_kernel_remapped;
    if ( i_kernel_is_ready ) begin
      for ( int i = 0; i <= 3; i++ ) begin
        for ( int j = 0; j <= 7; j++ ) begin
          for ( int k = 0; k <= 1; k++ ) begin
          	if ( i_kernel_is_odd ) begin
              image_kernel_remapped[(3-i)*16 + (7-j)*2 + (1-k)] = i_image_kernel[k*32 + j*4 + i*1];
            end else begin
              image_kernel_remapped[i*16 + j*2 + k] = i_image_kernel[k*32 + j*4 + i*1];
            end  
          end	
        end	
      end
    end	
  end 
endmodule
`timescale 1ns / 1ps
module s_axis_remapper #(
  parameter DATA_WIDTH       = 8,
  parameter IMAGE_KERNEL_12K = 64
)(
  input  logic                                         i_clk,
  input  logic                                         i_aresetn,
  input  logic [DATA_WIDTH-1:0]                        i_axis_tdata,
  input  logic                                         i_axis_tvalid,
  output logic [0:IMAGE_KERNEL_12K-1] [DATA_WIDTH-1:0] o_image_kernel,
  output logic                                         o_kernel_is_ready,
  output logic                                         o_kernel_is_odd
);
always_ff @( posedge i_clk, negedge i_aresetn )
  begin
    if ( ~i_aresetn ) begin 
      o_image_kernel <= '{default: 'b0};
    end else begin
      if ( i_axis_tvalid ) begin
        o_image_kernel <= {o_image_kernel[1:IMAGE_KERNEL_12K-1], i_axis_tdata};
      end	
    end	
  end
logic [5:0] pixels_in_kernel;
always_ff @( posedge i_clk, negedge i_aresetn )
  begin
    if ( ~i_aresetn ) begin
      pixels_in_kernel  <= 0;
      o_kernel_is_ready <= 1'b0;
    end else begin
      o_kernel_is_ready <= 1'b0;	
      if ( i_axis_tvalid ) begin
        pixels_in_kernel <= pixels_in_kernel + 1;
        if ( pixels_in_kernel == (IMAGE_KERNEL_12K-1) ) begin
          pixels_in_kernel  <= 0;
          o_kernel_is_ready <= 1'b1;
        end 
      end	
    end	
  end 
always_ff @( posedge i_clk, negedge i_aresetn ) 
  begin
    if ( ~i_aresetn ) begin
      o_kernel_is_odd <= 1'b0;
    end else begin
      if ( o_kernel_is_ready ) begin
        o_kernel_is_odd <= ~o_kernel_is_odd;  
      end
    end	
  end 	
endmodule
`timescale 1ns / 1ps
module sv_remapper_12k_top #(
  parameter DATA_WIDTH       = 8,
  parameter IMAGE_KERNEL_12K = 64,
  parameter IMG_WIDTH        = 4096,
  parameter IMG_HEIGHT       = 3072	
)(
  input  logic                  i_clk,
  input  logic                  i_aresetn,
  input  logic [DATA_WIDTH-1:0] s_axis_tdata,
  input  logic                  s_axis_tvalid,
  input  logic                  s_axis_tuser,
  input  logic                  s_axis_tlast,
  output logic                  s_axis_tready,
  output logic [DATA_WIDTH-1:0] m_axis_tdata,
  output logic                  m_axis_tvalid,
  output logic                  m_axis_tuser,
  output logic                  m_axis_tlast	
);
always_ff @( posedge i_clk, negedge i_aresetn )
  begin 
    if ( ~i_aresetn ) begin
      s_axis_tready <= 1'b0;
    end else begin
      s_axis_tready <= 1'b1;
    end
end
logic [0:IMAGE_KERNEL_12K-1] [DATA_WIDTH-1:0] image_kernel_from_rec;
logic                                         kernel_is_ready_from_rec;
logic                                         kernel_is_odd_from_rec;
s_axis_remapper #(
  .DATA_WIDTH       ( DATA_WIDTH       ),
  .IMAGE_KERNEL_12K ( IMAGE_KERNEL_12K )
) remapper_receiver (
  .i_clk             ( i_clk                    ),
  .i_aresetn         ( i_aresetn                ),
  .i_axis_tdata      ( s_axis_tdata             ),
  .i_axis_tvalid     ( s_axis_tvalid            ),
  .o_image_kernel    ( image_kernel_from_rec    ),
  .o_kernel_is_ready ( kernel_is_ready_from_rec ),
  .o_kernel_is_odd   ( kernel_is_odd_from_rec   )
);
logic [0:IMAGE_KERNEL_12K-1] [DATA_WIDTH-1:0] image_kernel_remapped_from_rem;
logic                                         kernel_is_remapped_from_rem;
remapper_module #(
  .DATA_WIDTH       ( DATA_WIDTH       ),
  .IMAGE_KERNEL_12K ( IMAGE_KERNEL_12K )
) remapper_proc (
  .i_clk                   ( i_clk                          ),
  .i_aresetn               ( i_aresetn                      ),
  .i_image_kernel          ( image_kernel_from_rec          ),
  .i_kernel_is_ready       ( kernel_is_ready_from_rec       ),
  .i_kernel_is_odd         ( kernel_is_odd_from_rec         ),
  .o_image_kernel_remapped ( image_kernel_remapped_from_rem ),
  .o_kernel_is_remapped    ( kernel_is_remapped_from_rem    )	
);
m_axis_remapper #(
  .DATA_WIDTH       ( DATA_WIDTH       ),
  .IMAGE_KERNEL_12K ( IMAGE_KERNEL_12K ),
  .IMG_WIDTH        ( IMG_WIDTH        ),
  .IMG_HEIGHT       ( IMG_HEIGHT       )
) remapper_transmitter (
  .i_clk                   ( i_clk ),
  .i_aresetn               ( i_aresetn ),
  .i_image_kernel_remapped ( image_kernel_remapped_from_rem ),
  .i_kernel_is_remapped    ( kernel_is_remapped_from_rem ),
  .m_axis_tdata            ( m_axis_tdata ),
  .m_axis_tvalid           ( m_axis_tvalid ),
  .m_axis_tuser            ( m_axis_tuser ),
  .m_axis_tlast            ( m_axis_tlast )
);
endmodule
==> /design/flow/run.sh <==
#!/bin/bash
# OpenROAD 26Q1-2900-gdf79404cd8, Yosys 0.63+post, stock flow scripts
make -C /OpenROAD-flow-scripts/flow DESIGN_CONFIG=/design/flow/config.mk WORK_HOME=/design/flow/orfs finish
==> /design/flow/config.mk <==
export PLATFORM = sky130hd
export DESIGN_NAME = sv_remapper_12k_top
export DESIGN_NICKNAME = sv_remapper_12k_top
export VERILOG_FILES = /design/flow/design.v
export SDC_FILE = /design/flow/constraint.sdc
export NUM_CORES = 4
export LEC_CHECK = 1
export CORE_UTILIZATION = 50
export SYNTH_HDL_FRONTEND = slang
==> /design/flow/constraint.sdc <==
current_design sv_remapper_12k_top

set clk_period 20.3
set clk_io_pct 0.2

create_clock -name clk0 -period $clk_period [get_ports {i_clk}]

set non_clock_inputs [all_inputs -no_clocks]
set_input_delay [expr $clk_period * $clk_io_pct] -clock clk0 $non_clock_inputs
set_output_delay [expr $clk_period * $clk_io_pct] -clock clk0 [all_outputs]
==> results.rst <==
Synthesis and place-and-route
=============================

.. list-table::
   :header-rows: 1

   * - Metric
     - Value
   * - Global-route usage over all layers
     - 23.0%
   * - Number of maximum-capacitance violations
     - 0
   * - Cell Area, Synth
     - 0.0484 sq mm
   * - Number of global-route vias before repair
     - 30100
   * - Highest attainable clock frequency
     - 141 MHz
   * - Regs by FF count
     - remapper_proc.o_image_kernel_remapped (512), remapper_receiver.o_image_kernel (512)
   * - Global route overflow
     - 0
   * - Class of the worst hold path
     - flop to flop
   * - Worst IR Drop VDD
     - 69.3 uV
   * - Global-route wire length before repair
     - 171000 um
   * - Worst-path cell chain
     - buf_8 > buf_4 > buf_4 > buf_4 > buf_4 > buf_4
   * - Critical path's slowest cell
     - buf_4
   * - Setup repair after global routing missed its margin
     - no
   * - Routed WL
     - 102000 um
   * - Number of warning messages in the yosys log
     - 0
   * - Total negative setup slack
     - 0 ns
   * - Crit path capture type
     - async pin
   * - Library cell with the largest summed area after synthesis
     - dfrtp_1
   * - Tool Warnings
     - 42
   * - Final max-slew violation count
     - 0
   * - Chip width
     - 313 um
   * - Pin slew with the least headroom to its limit
     - 0.830 ns
   * - Predominant post-synthesis flop cell
     - dfrtp_1
   * - Combined area of the multi-input logic cells
     - 0.0202 sq mm
   * - DRC violations left
     - 0
   * - Initial antenna violation count
     - 0
   * - Area taken by flip-flops and latches
     - 0.0270 sq mm
   * - Synth top area cells
     - dfrtp_1 (56%), mux2_2 (12%), mux2i_1 (11%)
   * - Number of unique standard cell types used by synthesis
     - 53
   * - Worst slack after detailed placement
     - 12.29 ns
   * - Highest net fanout along the worst path
     - 88
   * - Count of buffers inserted at the top-level ports
     - 22
   * - Num rows
     - 113
   * - Final-report setup violation count
     - 0
   * - Slack of the critical path
     - 13.19 ns
   * - EDFF count, synth
     - 0
   * - Static leakage power
     - 23.2 nW
   * - Proportion of register bits with asynchronous set or reset after synthesis
     - 100%
   * - Most used cell along the critical path
     - buf_4
   * - Critical path class
     - primary input to async pin
   * - Average vias per placed instance
     - 5.70
   * - Worst path required time
     - 21.05 ns
   * - Vertical die dimension
     - 313 um
   * - Post-CTS setup-driven buffer insertion count
     - 0
   * - Number of top-level pins
     - 25
   * - Area after detailed placement
     - 0.0497 sq mm
   * - Clock sink count
     - 1079
   * - Signal arrival time at the worst endpoint
     - 7.85 ns
   * - Placer Congestion
     - 0.849
   * - Latency at later pin
     - 0.68 ns
   * - Number of synthesized register bits
     - 1079
   * - Pin count of the biggest net entering global routing
     - 188
   * - Clock edge transition at the registers on the reported setup and hold paths
     - 0.06 ns
   * - Starting DRT DRC Count
     - 2026
   * - Count of cells resized by post-cts repair
     - 0
   * - Final cycle utilization of the critical path
     - 35.0%
   * - Post-route cell area
     - 0.0536 sq mm
   * - Core utilization before placement
     - 50.7%
   * - Tally of filler cells in the layout
     - 7453
   * - Chip area
     - 0.0980 sq mm
   * - Final Hold Fails
     - 0
   * - Number of instances in the synthesized netlist
     - 3859
   * - Post-route clock skew
     - 0.0148 ns
   * - Total vias in the final route
     - 29300
   * - Hold WS
     - 0.490 ns
   * - Yosys stat area
     - 0.0484 sq mm
   * - H-tree Lvls
     - 3
   * - Clock tree root driver cell
     - clkbuf_16
   * - Dominant cell by count in the synthesized netlist
     - dfrtp_1
   * - Top-area cell type share of the netlist area
     - 55.7%
   * - Antenna-violating nets left
     - 0
   * - Number of CTS-inserted buffers
     - 112
   * - Run status
     - completed
   * - Biggest cell delay along the critical path
     - 0.66 ns
   * - Average instance area after synthesis
     - 12.5 sq um
   * - Setup crit start kind
     - primary input
   * - WL/cell
     - 19.9 um
   * - Estimated wirelength of the detail-placed design
     - 63300 um
   * - Number of optimization iterations in the first detailed-route pass
     - 7
   * - Total power per unit cell area
     - 113 mW/mm^2
   * - Number of hold buffers added after cts
     - 0
   * - Worst max-slew margin expressed relative to the limit
     - 44.7%
   * - Final critical-path required period
     - 7.11 ns
   * - Clock tree from TritonCTS
     - yes
   * - Buffer levels on the longest clock path
     - 3
   * - Share of the yosys chip area belonging to registers
     - 55.8%
   * - Cell count in the Yosys report
     - 3859
   * - Area overhead of the layout relative to synthesis
     - 10.9%
   * - Top cell types by occurrence after synthesis
     - dfrtp_1 (1078), mux2i_1 (542), nor2_1 (534)
   * - Area of the core region
     - 0.0954 sq mm
   * - Fraction of final layout cells with drive strength greater than 1
     - 23.4%
==> metrics by stage <==
step	power [W]	util (%)	std cells
2_1_floorplan	0.00365	-	3859
3_3_place_gp	0.00394	52.1	4932
3_5_place_dp	0.00397	52.1	4932
4_1_cts	0.00615	56.2	5144
5_1_grt	0.00641	56.2	5144
6_report	0.00608	56.2	5145
==> cells in the final DEF, fill, tap and decap left out, types with 3 or more instances in the layout <==
master / instances
dfrtp_1: 1074
mux2i_1: 542
nor2_1: 533
a21oi_1: 532
mux2_2: 520
clkbuf_16: 116
mux4_2: 115
buf_4: 59
clkbuf_8: 37
nand2_1: 33
a22oi_1: 24
clkinv_2: 23
clkbuf_1: 21
clkdlybuf4s50_1: 20
nand4_1: 18
a22o_1: 14
nand3_1: 13
o21ai_0: 13
inv_1: 12
xnor2_1: 11
a211oi_1: 11
or3_1: 10
o221ai_1: 10
bufinv_16: 10
xor2_1: 9
a221oi_1: 9
and3_1: 7
o31ai_1: 7
buf_12: 7
nor3_1: 6
ha_1: 6
and2_1: 5
a21o_1: 4
o22ai_1: 4
dfrtp_4: 4
nor2b_1: 3
nand2b_1: 3
==> path summary, 6_finish.rpt <==
| check | from | end | slack (ns) | cells after the start |
|---|---|---|---|---|
| setup / recovery | i_aresetn | remapper_proc.o_image_kernel_remapped[343] | 13.19 | 6 |
| hold / removal | remapper_receiver.pixels_in_kernel[2] | remapper_receiver.pixels_in_kernel[2] | 0.49 | 1 |
| setup reg to reg | remapper_transmitter.kernel_addr_next_to_rd[0] | remapper_transmitter.m_axis_tdata[6] | 16.61 | 7 |
| hold reg to reg | remapper_receiver.pixels_in_kernel[2] | remapper_receiver.pixels_in_kernel[2] | 0.49 | 1 |
| max in group clk0 | s_axis_tvalid | remapper_receiver.o_image_kernel[14] | 13.33 | 6 |
| min in group asynchronous | i_aresetn | remapper_proc.o_image_kernel_remapped[489] | 3.33 | 1 |
==> layer usage <==
layer / GRT usage [%] / up-vias / wire length, um
met5: 0 / - / 0
met4: 3.77 / 0 / 1880
met3: 5.41 / 123 / 5600
met2: 32.7 / 497 / 46000
met1: 39.4 / 14900 / 48800
li1: - / 13800 / -
==> layout make-up <==
type,instances,area share (%)
multi-input combinational,2486,37.7
inverter,14,0.0980
timing repair buffer,88,1.52
sequential,1079,50.4
tap,1265,2.95
clock inverter,38,0.865
antenna,1,0.00466
clock buffer,174,6.51
==> power breakdown <==
| part | total [W] | switching, W | leakage, nW | internal, W |
|---|---|---|---|---|
| sequential | 0.00293 | 0.000354 | 14.6 | 0.00257 |
| combinational | 0.00101 | 0.000463 | 6.59 | 0.000542 |
| clock | 0.00215 | 0.000843 | 1.97 | 0.00130 |
| total | 0.00608 | 0.00166 | 23.2 | 0.00442 |
==> kinds of logic after synthesis <==
group / after synthesis / share of synthesized area (%)
other: 1 / 0.00775
buffers and inverters: 294 / 2.46
AOI/OAI and AO/OA: 639 / 7.20
DFF: 1079 / 55.8
and+or+nand+nor: 643 / 5.35
adders and majority gates: 6 / 0.155
xor gates and xnor gates: 20 / 0.362
muxes: 1177 / 28.7
==> critical path, delay by kind of cell <==
family   cells  cell delay [ns]
buf+inv      6             3.58
Power figures rest on the tool's default switching activity, not on a simulated workload.
